[flow/config.mk]
export PLATFORM = sky130hd
export DESIGN_NAME = Comb_Mult
export DESIGN_NICKNAME = Comb_Mult
export VERILOG_FILES = /design/flow/design.v
export SDC_FILE = /design/flow/constraint.sdc
export NUM_CORES = 4
export LEC_CHECK = 1
export CORE_AREA = 10 10 70 70
export DIE_AREA = 0 0 80 80
[flow/constraint.sdc]
current_design Comb_Mult

set clk_period 3.5
set clk_io_pct 0.2

create_clock -name clk0 -period $clk_period

set non_clock_inputs [all_inputs -no_clocks]
set_input_delay [expr $clk_period * $clk_io_pct] -clock clk0 $non_clock_inputs
set_output_delay [expr $clk_period * $clk_io_pct] -clock clk0 [all_outputs]
[flow/design.v]
`timescale 1ns / 1ps
module Comb_Mult(
    input  [3:0] a,
    input  [3:0] b,
    output [7:0] p
);
    assign p = a * b;
endmodule
[flow/run.sh]
#!/bin/bash
# OpenROAD 26Q1-2900-gdf79404cd8, Yosys 0.63+post, stock flow scripts
make -C /OpenROAD-flow-scripts/flow DESIGN_CONFIG=/design/flow/config.mk WORK_HOME=/design/flow/orfs finish
==> results.txt <==
status -> finished, violations left
failing checks -> negative setup slack
flop count -> 0
critical path launch point type -> input pin
post-route ant nets -> 0
yosys cell count -> 51
Top cells by area -> ha_1, and2_1, fa_1
Worst VDD drop -> 0.0587 mV
adder share -> 0.515
count of cell types in the netlist -> 17
Final Cycle Share -> 1.06
mux share -> 0
Syn Std Cell Area -> 447 um2
Routed WL per cell -> 9.44 um
Basic Gates by Area -> 0.266
I/O Buffers -> 16
RSZ-0062 raised after global routing -> yes
yosys xor share -> 0.0588
fraction of layout cells with a size suffix above 1 -> 0.500
vias per std cell -> 3.60
Area leader share -> 0.336
Post-DP Area -> 747 um2
Power Density -> 166 nW/um2
yosys stat area -> 447 um2
post-route cell area -> 851 um2
most used cell, CP -> fa_1
Final Hold Vio Count -> 0
Layout area overhead -> 90.5%
DRC viols -> 0
WL final -> 1190 um
Peak Freq -> 0.270 GHz
final setup TNS -> -0.379 ns
worst min path class -> in -> out
worst-path cell chain -> buf_8, nand2_4, fa_1, inv_1, fa_1, ha_4, a211oi_2, or4b_4, o2111ai_2, buf_2
number of DRC markers in iteration 0 -> 2
ANT cells -> 0
top logic cell family in the synthesized netlist -> adder cells
Setup-failing EPs final -> 2
Slew HR -> 0.869
CLK BUF -> 0
Leak -> 0.405 nW
Hold Path Depth -> 4
delay-heaviest family, CP -> adder cells
setup ws final -> -0.204 ns
Core Region -> 3420 um2
Pre-antenna DRT Iters -> 2
Vias -> 453
Worst Path Max Fanout -> 2
FP Util -> 0.131
synthesized instance count -> 51
Setup crit end kind -> primary output
Avg Inst Size Synth -> 8.76 um2
fillers -> 382
area occupied by multi-input gates -> 538 um2
first-pass GRT wire length -> 2100 um
die height -> 80 um
grt ovf -> 0
total die size -> 6400 um2
Global Route Usage Sum -> 0.0373
critical path class -> in -> out
post-synthesis sequential area ratio -> 0
Synth top cell by count -> and2_1
vias in the first global route -> 493
Slew @ Worst Pin -> 0.196 ns
antenna violations before repair -> 0
Rows -> 21
GPL Wtd Cong -> 0.802
width of the die -> 80 um
largest net degree at the start of global routing -> 5
maxcap violations -> 0
critical path depth in cells -> 10
Post-CTS Hold Buffers -> 0
Ys Warns -> 0
ao+oa area frac -> 0.134
CP bufs+invs -> 3
boundary pin count -> 16
post-layout min period -> 3.70 ns
Arr. time, crit path -> 3.00 ns
top cells by count -> and2_1, ha_1, fa_1
Critical Path Slowest Stage Cell -> fa_1
Final Slew Violations -> 0
Final HPWL DP -> 992 um
worst endpoint required time -> 2.80 ns
tool warning count -> 34
register area -> 0 um2
largest area contributor in the netlist -> ha_1
max incr delay on CP -> 0.53 ns
stage by stage:
stage | util | power (mW) | hold slack (ns) | instances | setup WS [ns]
after floorplan | - | 0.0497 | 1.47 | 51 | 0.00257
after global placement | 0.219 | 0.124 | 2.44 | 124 | -1.12
after detailed placement | 0.219 | 0.124 | 2.43 | 124 | -1.15
after CTS | 0.246 | 0.140 | 2.16 | 126 | -0.211
after global routing | 0.249 | 0.159 | 2.18 | 126 | -0.285
final | 0.249 | 0.141 | 2.14 | 126 | -0.204
cell type report:
| cell class | count | area share |
|---|---|---|
| Inverter | 3 | 0.0132 |
| Multi-Input combinational cell | 48 | 0.632 |
| Tap cell | 46 | 0.0676 |
| Timing Repair Buffer | 29 | 0.287 |
cells in the final DEF, fill, tap and decap left out, types with 2 or more instances in the layout:
cell              n
ha_1              7
clkdlybuf4s50_1   4
xnor2_1           2
fa_1              3
a21oi_2           2
buf_4            12
and2_4            2
nor2_1            2
buf_2             5
buf_8             2
and2_1           11
ha_4              5
inv_1             3
buf_6             4
tightest hold or removal path, stage by stage:
cell	delay, ns
buf_8	0.08
buf_4	0.10
and2_1	0.11
clkdlybuf4s50_1	0.46
power breakdown:
| group | switching [mW] | internal (mW) |
|---|---|---|
| clock | 0 | 0 |
| sequential | 0 | 0 |
| combinational | 0.0554 | 0.0860 |
| total | 0.0554 | 0.0860 |
logic make-up (layout without fill, tap and decap cells):
logic type / count (synthesis) / in the layout
compound gates: 9 / 9
simple gates: 20 / 20
buf+inv: 3 / 32
fa+ha+maj: 16 / 16
xor+xnor: 3 / 3
metal layers:
layer  part of all wire  track usage  up-vias
li1                   -            -      237
met1               0.50       0.0500      206
met2               0.45       0.0650       10
met3              0.046      0.00568        0
met4                  0            0        0
met5                  0            0        -
path summary, 6_finish.rpt:
kind              start   end
hold / removal     a[0]  p[0]
setup / recovery   a[0]  p[7]
timing repair:
item                                   CTS  global route
buffers inserted                         2             0
endpoints found under the hold margin    0             0
pin swaps                               16             2
gates resized                           60             5
setup endpoints to repair                5             5
No activity file was given, so power comes from the tool's default toggle rates.
