**flow/config.mk**
```make
export PLATFORM = sky130hd
export DESIGN_NAME = Seq_Mult
export DESIGN_NICKNAME = Seq_Mult
export VERILOG_FILES = /design/flow/design.v
export SDC_FILE = /design/flow/constraint.sdc
export NUM_CORES = 4
export LEC_CHECK = 1
export CORE_UTILIZATION = 30
```
**flow/constraint.sdc**
```tcl
current_design Seq_Mult

set clk_period 2.5
set clk_io_pct 0.2

create_clock -name clk0 -period $clk_period [get_ports {clk}]

set non_clock_inputs [all_inputs -no_clocks]
set_input_delay [expr $clk_period * $clk_io_pct] -clock clk0 $non_clock_inputs
set_output_delay [expr $clk_period * $clk_io_pct] -clock clk0 [all_outputs]
```
**flow/design.v**
```verilog
`timescale 1ns / 1ps
module Seq_Mult (
    input        clk,
    input        rst,
    input  [3:0] a,
    input  [3:0] b,
    output reg [7:0] p
);
    reg [3:0]  operand_b;
    reg [2:0]  shift_count;
    reg [7:0]  partial_product;
    reg [7:0]  multiplicand;
    reg [1:0] PS, NS;
    parameter S_IDLE = 2'b00;
    parameter S_CALC = 2'b01;
    parameter S_DONE = 2'b10;
    always @(posedge clk or posedge rst) begin
        if (rst)
            PS <= S_IDLE;
        else
            PS <= NS;
    end
    always @(*) begin
        case (PS)
            S_IDLE:  NS = S_CALC;
            S_CALC:  NS = (shift_count == 3'd4) ? S_DONE : S_CALC;
            S_DONE:  NS = S_IDLE;
            default: NS = S_IDLE;
        endcase
    end
    always @(posedge clk or posedge rst) begin
        if (rst) begin
            multiplicand     <= 8'd0;
            operand_b        <= 4'd0;
            partial_product  <= 8'd0;
            shift_count      <= 3'd0;
            p                <= 8'd0;
        end else begin
            case (PS)
                S_IDLE: begin
                    multiplicand    <= {4'b0000, a};   
                    operand_b       <= b;
                    partial_product <= 8'd0;
                    shift_count     <= 3'd0;
                end
                S_CALC: begin
                    if (operand_b[0])
                        partial_product <= partial_product + multiplicand;
                    multiplicand <= multiplicand << 1;
                    operand_b    <= operand_b >> 1;
                    shift_count  <= shift_count + 1'b1;
                end
                S_DONE: begin
                    p <= partial_product;
                end
            endcase
        end
    end
endmodule
```
**flow/run.sh**
```bash
#!/bin/bash
# OpenROAD 26Q1-2900-gdf79404cd8, Yosys 0.63+post, stock flow scripts
make -C /OpenROAD-flow-scripts/flow DESIGN_CONFIG=/design/flow/config.mk WORK_HOME=/design/flow/orfs finish
```
==> results.py <==
# Generated from Yosys and OpenROAD reports
metrics = {
    "status": {
        "status": "complete, no violations",
    },
    "global_route": {
        "grt_max_degree": 35,
        "grt_overflow_total": 0,
        "antenna_found_initial": 0,
        "grt_pass1_wl_um": 4940,
        "grt_usage_pct": 10.9,
        "grt_pass1_vias": 1009,
    },
    "layout": {
        "regArea_sq_um": 852,
        "drive_above_1_share_pct": 11.9,
        "num-fill-cells": 534,
        "mi_logic_area_sq_um": 757,
        "syn_to_final_growth_pct": 19.6,
    },
    "critical_path": {
        "cp-startpoint": "partial_product[0]$_DFFE_PP0P_",
        "startpoint_type": "flop",
        "path_class": "reg -> reg",
        "rrSetupSlack_ps": 650,
        "r2r_cells": 7,
        "crit_arrival_ps": 2010,
        "r2r_end": "partial_product[6]$_DFFE_PP0P_",
        "worstReg2RegStart": "partial_product[0]$_DFFE_PP0P_",
        "worstPathRequired_ps": 2660,
        "cp-endpoint": "partial_product[6]$_DFFE_PP0P_",
        "critical_path.max_fanout": 3,
        "crit_path_frequent_cell": "a21oi_1",
        "crit_chain": "ha_1 > fa_1 > a21oi_1 > o31ai_1 > a21oi_1 > xor2_1 > o21ai_1",
        "slowest_stage": "fa_1",
        "critPathCaptureType": "flop",
        "slowest_delay_ps": 410,
    },
    "cts": {
        "cts_max_path_buffers": 2,
        "postCtsHoldBufs": 0,
        "clk_pin_slew_ps": 60,
        "cts_resized": 0,
        "postCtsSetupRepairBufs": 0,
        "root_buffer": "clkbuf_8",
        "cts_tree": "built",
        "clk_latency_ps": 280,
        "htreeDepth": 2,
        "cts_made_buffers": 5,
        "numClockSinks": 34,
    },
    "logic_synthesis": {
        "synth_cells": 148,
        "ys_warn_count": 1,
        "synth-xor-area-share_pct": 2.64,
        "ys_sh_mux_pct": 11.0,
        "ys_sh_adder_pct": 8.01,
        "yosys_area_sq_um": 1660,
        "ys.flop_type": "dfrtp_1",
        "ys_types": 36,
        "ys_top_logic_family": "AND-OR/OR-AND gates",
        "enable_flop_cells": 0,
        "ys_cells": 148,
        "syn_area_per_cell_sq_um": 11.2,
        "synthArstFlopShare_pct": 100,
        "seq_area_frac_synth_pct": 51.4,
        "ys_sh_aoi_pct": 13.5,
        "synthSimpleGateAreaFrac_pct": 10.6,
        "syn_area_sq_um": 1660,
        "ys_ff": 34,
    },
    "timing": {
        "setup_viol": 0,
        "setup_tns_ps": 0,
        "final-max-slew-violation-count": 0,
        "fin_crit_ps": 1850,
        "slew-limit-headroom_pct": 68.9,
        "rsz0062_at_grt": "false",
        "fmax_mhz": 541,
        "fin_crit_sh_pct": 73.9,
        "hold_viol_final": 0,
        "clock_skew_ps": 2.71,
        "setup_ws_ps": 652,
        "tightest_slew_ps": 466,
    },
    "routing": {
        "drtIter0Drc": 29,
        "vias": 1110,
        "drt_pass1_iterations": 4,
        "wl_per_cell_um": 11.8,
        "via_per_inst": 4.66,
        "drc": 0,
        "routed_wl_um": 2820,
        "antenna_cells": 0,
        "postRouteAntennaNets": 0,
    },
    "pwr": {
        "seq_power_share_pct": 58.1,
        "combPwrFrac_pct": 2.7,
        "worst_ir_drop_vdd_uv": 311,
        "p_switching_mw": 0.192,
        "leakagePower_nw": 0.843,
        "clockPowerShare_pct": 39.2,
        "power.internal_mw": 0.755,
        "netSwitchingFraction_pct": 20.3,
        "power.density_nw_per_um2": 478,
    },
    "floorplanning": {
        "initCoreUtil_pct": 31.8,
        "rows": 26,
        "die_area_sq_um": 5820,
        "fp.dieW_um": 76.3,
        "fp.coreArea_sq_um": 5200,
        "ios": 18,
        "die_h_um": 76.3,
    },
    "place": {
        "dp_hpwl_um": 1990,
        "gp_congestion": 0.866,
        "port_buffers": 17,
        "dpl_worst_slack_ps": 651,
    },
    "worst_hold_path": {
        "whs_path_depth": 2,
        "hold_path_class": "reg -> reg",
    },
    "run": {
        "cap_violations": 0,
        "tool_warnings": 26,
    },
}
==> worst max-delay path, delay by kind of cell, from the launching register on <==
kind	cells	cell delay, ps
AOI/OAI and AO/OA	4	540
adders and majority gates	2	650
DFF	1	390
xor gates and xnor gates	1	160
==> Yosys cell counts, types with 3 or more instances <==
master	n	area share, %
dfrtp_1	33	50
o21ai_0	15	4.5
mux2_2	9	6.1
nand2b_1	3	1.1
ha_1	9	6.8
mux2i_1	8	4.8
clkbuf_1	4	0.91
inv_1	5	1.1
nor2_1	3	0.68
nand2_1	20	4.5
a21oi_1	4	1.2
xnor2_1	3	1.6
==> cells in the final DEF, fill, tap and decap left out, types with 3 or more instances in the layout <==
cell             instances
dfrtp_1                 33
nand2_1                 20
clkdlybuf4s50_1         17
o21ai_0                 15
mux2_2                   9
ha_1                     9
mux2i_1                  8
inv_1                    5
clkbuf_8                 5
a21oi_1                  4
nor2_1                   3
nand2b_1                 3
xnor2_1                  3
==> kinds of logic (layout without fill, tap and decap cells) <==
| family | Yosys count | in the layout |
|---|---|---|
| AND/OR/NAND/NOR | 37 | 37 |
| AND-OR/OR-AND | 33 | 33 |
| multiplexers | 17 | 17 |
| XOR/XNOR | 5 | 5 |
| flip-flops | 34 | 34 |
| buffers and inverters | 12 | 32 |
| adder cells (fa/ha/maj) | 10 | 10 |
==> power groups by stage <==
stage	logic [mW]	clock network, mW	registers (mW)
4_1_cts	0.0273	0.389	0.550
5_1_grt	0.0295	0.418	0.550
6_report	0.0259	0.371	0.550
==> cell type report <==
cell class                 count  area share, %
sequential                    34           43.0
tap                           70           4.42
clock buffer                   7           3.85
multi-input combinational    102           38.2
inverter                       6           1.14
timing repair buffer          19           9.35
==> metal layers <==
metal	up-vias	wire [um]	GRT usage, %
li1	563	-	-
met3	4	114	3.16
met5	-	0	0
met1	521	1450	17.6
met2	22	1230	15.4
met4	0	17	1.15
==> worst min path at each step <==
stage / endpoint / slack (ps) / startpoint
global route: shift_count[2]$_DFFE_PP0P_ / 520 / shift_count[2]$_DFFE_PP0P_
finish: operand_b[2]$_DFFE_PP0P_ / 490 / operand_b[3]$_DFFE_PP0P_
CTS: operand_b[1]$_DFFE_PP0P_ / 500 / operand_b[2]$_DFFE_PP0P_
==> stage by stage <==
| step | power (mW) | util, % | area [sq um] | cells | hold WS (ps) |
|---|---|---|---|---|---|
| 2_1_floorplan | 0.569 | - | 1660 | 148 | 353 |
| 3_3_place_gp | 0.587 | 36.6 | 1900 | 231 | 468 |
| 3_5_place_dp | 0.588 | 36.6 | 1900 | 231 | 468 |
| 4_1_cts | 0.967 | 38.1 | 1980 | 238 | 496 |
| 5_1_grt | 0.997 | 38.1 | 1980 | 238 | 523 |
| 6_report | 0.947 | 38.1 | 1980 | 238 | 488 |
==> flip-flops by register name, summed over array words and instances, names as in the netlist <==
name	count
operand_b	4
shift_count	3
multiplicand	8
PS	3
partial_product	8
p	8
Power is estimated from default activity; no workload was simulated.
